==> flow/design.v <==
module alu_32(
    input clk, rst,
    input [31:0] a_in, b_in,
    input [3:0] select,
    output reg [31:0] y_out,
    output reg flag, carry_bit);
    always @ (posedge clk)
    begin
        if(rst)
        begin
            y_out=32'd0;
            carry_bit=1'd0;
            flag=1'b0;
        end
        else
        begin
            flag=1'b0;
            case(select)
                4'b0000:         
                begin
                    {carry_bit,y_out} = a_in + b_in;
                    if (carry_bit == 1'b1)
                        flag=1'b1;
                    else
                        flag=1'b0;
                end
                4'b0001: y_out=a_in - b_in;       
                4'b0010: y_out=a_in * b_in;       
                4'b0011: y_out=a_in >> b_in;      
                4'b0100: y_out=a_in << b_in;      
                4'b0101: y_out=a_in & b_in;       
                4'b0110: y_out=a_in | b_in;       
                4'b0111: y_out=a_in ^ b_in;       
                4'b1000: y_out= ~a_in;            
                default:
                        y_out=32'd0;
            endcase
        end
    end
endmodule
==> flow/run.sh <==
#!/bin/bash
# OpenROAD 26Q1-2900-gdf79404cd8, Yosys 0.63+post, stock flow scripts
make -C /OpenROAD-flow-scripts/flow DESIGN_CONFIG=/design/flow/config.mk WORK_HOME=/design/flow/orfs finish
==> flow/config.mk <==
export PLATFORM = sky130hd
export DESIGN_NAME = alu_32
export DESIGN_NICKNAME = alu_32
export VERILOG_FILES = /design/flow/design.v
export SDC_FILE = /design/flow/constraint.sdc
export NUM_CORES = 4
export LEC_CHECK = 1
export CORE_UTILIZATION = 30
==> flow/constraint.sdc <==
current_design alu_32

set clk_period 10.9
set clk_io_pct 0.2

create_clock -name clk0 -period $clk_period [get_ports {clk}]

set non_clock_inputs [all_inputs -no_clocks]
set_input_delay [expr $clk_period * $clk_io_pct] -clock clk0 $non_clock_inputs
set_output_delay [expr $clk_period * $clk_io_pct] -clock clk0 [all_outputs]
==> results.toml <==
# physical design summary
[synthesis]
top_cells_by_area = "fa_1 34%, ha_1 11%, nor2_1 7.2%, inv_1 7.0%, nand2_1 5.1%"
largest_area_cell = "fa_1"
edf_count = 0
flop_cell = "dfxtp_1"
yosysUniqueCellTypes = 87
synthCells = 3107
yosys_area_sq_um = 24400
yosys_cells = 3107
yosysWarnings = 1
top_area_share_pct = 33.6
syn-cell-area_sq_um = 24400
ys_ff = 34
synth_async_sr_flop_share_pct = 0
avgSynthCellArea_sq_um = 7.86
yosysSeqAreaShare_pct = 2.79

[routing]
drc_errors = 0
routedWlPerCell_um = 26.3
viasPerCell = 5.52
wl_met2_mm = 44.9
ant_nets = 0
route.met3.wl_mm = 16.4
firstDrtPassIters = 6
num_vias = 23137
route.top_layer_used = "met5"
dr.first_iter.drc_count = 2127
wl_mm = 110
met1_length_mm = 42.3

[cts]
cts_tree = "yes"
cts.sinks = 34
cts_buffers = 5
postCtsSetupBuffers = 0
cts.htree.levels = 2
clk_pin_slew_ps = 70
clock_latency_ps = 310
cts_hold_buf = 0
cts-root-buf = "clkbuf_16"
cts_buffer_depth = 2
post_cts_resized = 0

[timing]
finalClockPeriodUsage_pct = 94.7
fmax_ghz = 0.0969
setup_ws_ps = 577
maxSlewViolCount = 0
final.setup.tns_ps = 0
finalHoldWorstSlack_ps = 514
tightestPinTransition_ps = 922
setup_viol = 0
max_slew_margin_pct = 38.1
fin_skew_ps = 0
finalHoldViolations = 0
rsz0062_at_grt = "false"
period_needed_ps = 10320

[placed_design]
port_buffers = 103
place_ws_ps = 461
place.gp.congestion = 1.05
dp_hpwl_mm = 86.7
place_area_sq_um = 26700

[worst_setup_path]
start_kind = "primary input"
timing.rr.start = "carry_bit"
critPathCapture = "y_out[29]"
r2r_slack_ps = 10240
worstReg2RegEnd = "carry_bit"
rr_worst_depth = 2
cp_max_fo = 15
crit_required_ps = 11140
worst-endpoint-arrival_ps = 10560
crit_start = "b_in[6]"
worstSetupPathType = "in -> reg"
endpoint_kind = "flop"

[floorplanning]
die_w_um = 287
fp-row-count = 104
coreArea_sq_um = 80500
die-area_sq_um = 82500
io-pin-count = 104
die_y_um = 287
fp_util_pct = 30.3

[grt]
grt_use_total_pct = 28.0
antenna_found_initial = 6
grt_pass1_vias = 23843
grt_pass1_wl_mm = 161
gr-total-overflow = 0
grt_max_degree = 68

[run]
maxCapViolCount = 0
tool_warnings = 88

[final_layout]
final_common_cell = "nor2_1"
fin_area_sq_um = 26900
final_cell_mix = "467 x nor2_1, 458 x inv_1, 410 x fa_1, 331 x nand2_1, 218 x ha_1"
drive_gt1_share_pct = 6.27
area_growth_pct = 10.2

[worst_hold_path]
hp-class = "reg -> reg"

[outcome]
status = "finished, final reports clean"
## critical path, cell delays in order
cell             delay (ps)
clkdlybuf4s50_1         920
inv_1                   610
buf_4                   360
nor2_1                  160
fa_1                    450
fa_1                    470
fa_1                    550
inv_1                    50
fa_1                    470
inv_1                    50
fa_1                    450
ha_1                    290
fa_1                    510
fa_1                    430
ha_1                    360
a21o_1                  180
a21o_1                  160
a21oi_1                 190
o211ai_1                120
a31oi_1                 550
nor2_1                  210
a31oi_1                 300
and4b_1                 230
o21ai_0                 110
a41oi_1                 190
## routing by layer
| metal | vias up | track usage (%) |
|---|---|---|
| met4 | 8 | 11.8 |
| met5 | - | 0.872 |
| met2 | 1544 | 38.7 |
| met1 | 11145 | 36.7 |
| li1 | 10144 | - |
| met3 | 296 | 14.9 |
## through the flow
step,std cells,utilization (%)
floorplan,3107,-
global placement,4178,33.1
detailed placement,4178,33.1
CTS,4186,33.4
global route,4186,33.4
finish,4189,33.4
## cells in the mapped netlist (9+ instances only)
master      n
nor2_1    467
inv_1     458
fa_1      410
nand2_1   331
ha_1      218
a21oi_1   145
clkbuf_1  126
o21ai_0   119
xnor2_1    72
mux2i_1    65
a211oi_1   41
o22ai_1    41
nor3_1     38
dfxtp_1    34
buf_1      31
a31oi_1    29
buf_2      29
a21o_1     26
a22oi_1    25
nand2b_1   23
a221oi_1   21
mux4_2     20
nand3_1    20
a221o_1    17
clkinv_1   17
nor2b_1    17
and2_1     15
mux2_2     14
o211ai_1   14
o21bai_1   14
xor2_1     14
a211o_1    12
nor4_1     11
o21ai_1    11
and3_1     10
buf_4      10
o21a_1     10
o31ai_1     9
## final cells by class
class,count,area (sq um)
fill,8475,53600
inverter,480,1800
timing repair buffer,214,1840
antenna,3,7.51
clock inverter,3,68.8
sequential,34,681
tap,1060,1330
multi-input combinational,2390,21000
clock buffer,5,125
## worst min path at each step
stage / from / to / slack [ps] / depth (start not counted)
CTS: carry_bit / carry_bit / 520 / 2
global route: carry_bit / carry_bit / 550 / 2
finish: carry_bit / carry_bit / 510 / 2
## logic make-up after synthesis
| kind of cell | Yosys count | synth area share (%) |
|---|---|---|
| AOI/OAI and AO/OA | 607 | 16.6 |
| xor gates and xnor gates | 86 | 3.09 |
| adders and majority gates | 628 | 44.8 |
| buffers and inverters | 683 | 11.0 |
| DFF | 34 | 2.79 |
| muxes | 99 | 5.16 |
| and+or+nand+nor | 970 | 16.6 |
## state kept, by name, summed over array words and instances, names as in the netlist
| signal | cells |
|---|---|
| y_out | 32 |
| carry_bit | 1 |
| flag | 1 |
