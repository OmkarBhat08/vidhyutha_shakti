==> ./design.v <==
module mem(
    input clk,
    input rst,
    input wr,
    input rd,
    input [7:0] Datain,
    input [3:0] Addr,
    output reg [7:0] Dataout
    );
    reg [7:0] A [0:15];
    always @(posedge clk)
    begin
        if (rst)
        begin
            A[0] <= 8'b0;
            A[1] <= 8'b0;
            A[2] <= 8'b0;
            A[3] <= 8'b0;
            A[4] <= 8'b0;
            A[5] <= 8'b0;
            A[6] <= 8'b0;
            A[7] <= 8'b0;
            A[8] <= 8'b0;
            A[9] <= 8'b0;
            A[10] <= 8'b0;
            A[11] <= 8'b0;
            A[12] <= 8'b0;
            A[13] <= 8'b0;
            A[14] <= 8'b0;
            A[15] <= 8'b0;
            Dataout <= 8'b0;  
        end
        else
        begin
            if (wr)
                A[Addr] <= Datain;   
            else if (rd)
                Dataout <= A[Addr];  
            else
                Dataout <= 8'bz;
        end
    end
endmodule
module mem32(
    input clk,
    input rst,
    input wr,
    input rd,
    input [3:0] InAddr,
    input [31:0] InData,
    output reg [31:0] dataout,
    output reg [7:0] datain,
    output reg valid);
    wire [7:0] Dataout;
    reg [3:0] Addr;
    mem mem_module(
        .clk(clk),
        .rst(rst),
        .wr(wr),
        .rd(rd),
        .Datain(datain),
        .Addr(Addr),
        .Dataout(Dataout));
    parameter RESET = 3'b000,
              S1 = 3'b001,
              S2 = 3'b010,
              S3 = 3'b011,
              S4 = 3'b100,
              VALID = 3'b101;
    reg [2:0] state, next_state;
    always @ (posedge clk)
    begin
        if (rst)
            state <= RESET;
        else
            state <= next_state;
    end
    always @ (posedge clk)
    begin
        case(state)
            RESET:
                next_state <= S1;
            S1:
                next_state <= S2;
            S2:
                next_state <= S3;
            S3:
                next_state <= S4;
            S4:
                next_state <= VALID;
            VALID:
                next_state <= S1;
            default:
                next_state <= S1;
        endcase
    end
    always @ (posedge clk)
    begin
        case(state)
            RESET:
            begin
                dataout <= 32'd0;
                datain <= 32'd0;
                valid <= 1'd0;
                Addr<= 4'd0;
            end
            S1:
            begin
                Addr<=InAddr;
                valid = 0;
                if({wr,rd}== 2'b01)
                    dataout[31:24] <= Dataout;
                else if ({wr,rd}== 2'b10)
                    datain <= InData[7:0];
                else if({wr,rd}== 2'b11)   
                begin
                     dataout[7:0] <= Dataout;
                     datain <= InData[7:0];
                end
                else
                begin
                end  
            end
            S2:
            begin
                Addr <=InAddr+1;
                valid = 0;
                if({wr,rd}== 2'b01)
                    dataout[7:0] <= Dataout;
                else if ({wr,rd}== 2'b10)
                    datain <= InData[15:8];
                else if({wr,rd}== 2'b11)   
                begin
                     dataout[15:8] <= Dataout;
                     datain <= InData[15:8];
                end
                else
                begin
                end
            end
            S3:
            begin
                Addr <=InAddr+2;
                valid = 0;
                if({wr,rd}== 2'b01)
                    dataout[15:8] <= Dataout;
                else if ({wr,rd}== 2'b10)
                    datain <= InData[23:16];
                else if({wr,rd}== 2'b11)   
                begin
                    dataout[23:16] <= Dataout;
                    datain <= InData[23:16];
                end
                else
                begin
                end  
            end
            S4:
            begin
                Addr =InAddr+3;
                valid=0;
                if({wr,rd}== 2'b01)
                    dataout[23:16] = Dataout;
                else if ({wr,rd}== 2'b10)
                    datain = InData[31:24];
                else if({wr,rd}== 2'b11)   
                begin
                    dataout[31:24] <= Dataout;
                    datain <= InData[31:24];
                end
                else
                begin
                end  
             end
             VALID:
                valid=1;
        endcase
    end
endmodule
==> ./run.sh <==
#!/bin/bash
# OpenROAD 26Q1-2900-gdf79404cd8, Yosys 0.63+post, stock flow scripts
make -C /OpenROAD-flow-scripts/flow DESIGN_CONFIG=/design/flow/config.mk WORK_HOME=/design/flow/orfs finish
==> ./config.mk <==
export PLATFORM = sky130hd
export DESIGN_NAME = mem32
export DESIGN_NICKNAME = mem32
export VERILOG_FILES = /design/flow/design.v
export SDC_FILE = /design/flow/constraint.sdc
export NUM_CORES = 4
export LEC_CHECK = 1
export CORE_UTILIZATION = 50
==> ./constraint.sdc <==
current_design mem32

set clk_period 5.6
set clk_io_pct 0.2

create_clock -name clk0 -period $clk_period [get_ports {clk}]

set non_clock_inputs [all_inputs -no_clocks]
set_input_delay [expr $clk_period * $clk_io_pct] -clock clk0 $non_clock_inputs
set_output_delay [expr $clk_period * $clk_io_pct] -clock clk0 [all_outputs]
==> run notes <==
Notes from the flow run.

Final timing:
- The run puts the final number of hold-violating endpoints at 0.
- The clock arrives with 8.22 ps of skew.
- The run gives the setup TNS as 0 ps.
- The run puts the worst slew margin relative to its limit at 40.8%.
- The run gives the final setup violation count as 0.
- Setup repair after global routing left no endpoint under its margin.
- The run puts the achievable frequency at 0.314 GHz.
- The run puts the worst-margin pin slew at 886 ps.
- The run gives the ratio of final minimum period to clock period as 56.8%.
- The run gives the final tally of max-slew violations as 0.
- The run puts the post-route minimum period at 3180 ps.

Floorplanning:
- The core region is 16800 µm².
- The floorplan report gives the top-level pin count as 81.
- The run puts the horizontal die dimension at 134 µm.
- The run gives the initial core utilization as 51.8%.
- For reference, the placement row count at floorplan is 47.
- The run puts the die span in y at 134 µm.
- The floorplan step defined a die boundary enclosing 17900 µm².

Worst hold path:
- In this run the most critical hold path is launched from next_state[0]$_DFF_P_.
- In this run the worst hold path is classified as reg2reg.
- The run puts the hold path depth at 1.
- For hold timing, the worst endpoint is state[0]$_SDFF_PP0_.

Synth:
- The commonest register cell is sky130_fd_sc_hd__edfxtp_1.
- The run puts the fraction of registers with async set/reset at 0%.
- Per the synth log, the flip-flop and latch total comes to 191.
- Per the synthesis report, the single largest cell type by area occupies 59.9% of cell area.
- The mapped netlist covers 8680 µm².
- sky130_fd_sc_hd__edfxtp_1 takes more of the synthesized area than any other cell.
- For this run, the register share of the synthesized area comes to 64.0%.
- The run gives the unique cell type count in the Yosys netlist as 42.
- The run puts the number of enable flip-flop cells at 173.
- After synthesis, the design contains 667 cells according to Yosys.
- The run puts the area reported by Yosys stat at 8680 µm².
- Per the post-synthesis stats, the area per cell is 13.0 µm².
- Warnings reported by Yosys during synthesis add up to 3.
- The run gives the post-synthesis instance total as 667.
- In the post-synthesis netlist, the biggest area contributors are sky130_fd_sc_hd__edfxtp_1 (60%), sky130_fd_sc_hd__and2_1 (12%), sky130_fd_sc_hd__mux2i_1 (8.4%), sky130_fd_sc_hd__dfxtp_1 (4.2%), sky130_fd_sc_hd__a22oi_1 (2.9%).

Critical path:
- The run puts the endpoint arrival time on the critical path at 3300 ps.
- The worst register-to-register path begins at state[2]$_SDFF_PP0_.
- The run puts the required time reported for the critical path endpoint at 5720 ps.
- The run gives the critical path launch point type as an input port.
- The worst-case reg-to-reg setup slack stands at 3300 ps.
- For the worst reg-to-reg path, the endpoint reported by OpenROAD is Addr[2]$_DFFE_PN_.
- Looking at the setup timing report, the critical path kind is in2reg.
- The run puts the maximum fanout encountered on the critical timing path at 22.
- The worst register-to-register path depth is 7.
- STA classifies the critical path endpoint as a flip-flop.

Clock network:
- The run puts the clock sink total at 191.
- The run gives the number of buffers inserted during clock tree synthesis as 17.
- The run gives the maximum clock path buffer count as 2.
- The run gives the number of gates given a new drive strength after cts as 0.
- The run gives the post-CTS setup buffer count as 0.
- The run gives the TritonCTS clock tree as yes.
- The run gives the insertion delay of the later-clocked pin in the worst-skew pair as 430 ps.
- CTS placed an instance of sky130_fd_sc_hd__clkbuf_16 at the clock tree root.
- The run puts the hold buffer count at cts at 0.
- The registers of the reported paths see a clock transition of 70 ps.
- The run gives the number of levels in the clock H-tree as 4.

Run status:
- The flow ran to the end, and the final reports show no timing, DRC or antenna violations.

Drt:
- The run puts the DRC violation count after routing at 0.
- Nets still carrying antenna violations after routing amount to 0.
- For this block, the routed nets add up to 19.7 mm of wire.
- The run gives the iteration count of the initial detailed-routing pass as 4.
- Using the TritonRoute via totals, the vias-per-cell ratio works out to 5.44.
- The first routing iteration left 339 violations.
- The run puts the average routed wire per standard cell at 20.2 µm.
- Across all layers, the routed design uses 5303 vias.
- 0 antenna diodes ended up in the layout.

Global routing:
- The run gives the total global routing track utilization as 25.1%.
- Entering global routing, the biggest net connects 34 pins.
- The run gives the number of global-route vias before repair as 5451.
- The total overflow left after global routing is 0.
- The run gives the first-pass GRT wire length as 30.2 mm.
- The run gives the number of antenna violations at the first check in global routing as 1.

Placement:
- The run puts the weighted congestion reported at the end of routability-driven placement at 0.889.
- The run gives the quantity of I/O buffers inserted on ports as 80.
- The run gives the placed wire-length estimate after detailed placement as 13.6 mm.
- The run gives the cell area after placement as 9700 µm².

Pwr:
- The run puts the power per standard cell area at 340 nW/µm².
- The run gives the static leakage as 3.82 nW.
- The run gives the peak ir drop on the vdd network as 0.000216 V.
- The run puts the sum of internal, switching and leakage power at 3.51 mW.

Final layout:
- The run gives the fraction of layout cells with a size suffix above 1 as 9.81%.
- The run gives the signed area change from the synthesized netlist to the final layout as 18.9%.
- Per the cell usage report, the commonest logic cell in the layout is sky130_fd_sc_hd__edfxtp_1.
- The finished layout reports a core utilization of 61.6%.
- The run gives the total non-filler cell area in the finished layout as 10300 µm².
- Per the cell usage report, the commonest logic cells after layout are sky130_fd_sc_hd__edfxtp_1 (173), sky130_fd_sc_hd__and2_1 (162), sky130_fd_sc_hd__clkdlybuf4s50_1 (80), sky130_fd_sc_hd__mux2i_1 (73), sky130_fd_sc_hd__a22oi_1 (33).

Flow run:
- The stage logs contain a warning count of 26.
- Across the run, the number of max-cap violations was 0.
==> flip-flops by register name (all words and copies together), names as in the netlist, named ones only <==
signal and cells:
mem_module.Dataout 8, datain 8, next_state 3, mem_module.A 128
valid 1, state 3, dataout 32, Addr 4
==> worst max-delay path by stage <==
stage | start | end | slack, ps | cells after the start
4_1_cts | rst | mem_module.A[2][2]$_SDFFCE_PN0P_ | 2460 | 6
5_1_grt | rst | mem_module.A[6][7]$_SDFFCE_PN0P_ | 2220 | 6
6_report | rst | mem_module.A[6][4]$_SDFFCE_PN0P_ | 2420 | 6
==> metal layers <==
layer / track usage (%) / vias to the layer above / wire length [µm]
met2: 38.4 / 212 / 9530
met3: 9.52 / 20 / 1830
li1: - / 2560 / -
met5: 0 / - / 0
met1: 38.7 / 2511 / 8030
met4: 2.84 / 0 / 261
==> layout make-up <==
type                            count  area [µm²]
Timing Repair Buffer               95         913
Multi-Input combinational cell    434        2950
Clock inverter                     14         178
Sequential cell                   191        5560
Clock buffer                       18         439
Fill cell                        1289        6440
Inverter                            2        7.51
Tap cell                          220         275
==> power breakdown <==
part | switching, mW | total [mW] | internal [mW] | leakage (nW)
logic | 0.260 | 0.497 | 0.238 | 1.57
clock network | 0.537 | 1.22 | 0.687 | 0.299
registers | 0.107 | 1.79 | 1.68 | 1.96
==> critical path, stage by stage <==
cell and delay [ps]:
sky130_fd_sc_hd__clkdlybuf4s50_1 400, sky130_fd_sc_hd__buf_4 230, sky130_fd_sc_hd__and2b_1 490, sky130_fd_sc_hd__nand3b_1 320, sky130_fd_sc_hd__nor2_1 420, sky130_fd_sc_hd__or2_2 300
==> metrics by stage <==
step / hold WS [ps] / cells / setup slack, ps
floorplan: 414 / 667 / 3140
global placement: 420 / 942 / 2060
detailed placement: 426 / 942 / 2000
CTS: 443 / 974 / 2460
global route: 459 / 974 / 2220
finish: 438 / 974 / 2420
==> cells by family (layout without fill, tap and decap cells) <==
logic type / count (synthesis) / count (layout) / share of synthesized area, %
and+or+nand+nor: 280 / 280 / 19.0
AOI/OAI and AO/OA: 74 / 74 / 5.74
buffers and inverters: 42 / 129 / 2.00
adders and majority gates: 2 / 2 / 0.288
xor gates and xnor gates: 5 / 5 / 0.505
muxes: 73 / 73 / 8.42
DFF: 191 / 191 / 64.0
==> cell usage after synthesis (all sizes together), types with 2 or more instances <==
library cell  count
nor2             23
or2              16
xor2              3
a21o              4
nand2            25
ha                2
nor3              5
o22ai             9
a22oi            33
or3b              2
and2            162
clkbuf           24
o311a             2
o21ai             6
nand3b            2
buf              16
inv               2
nor2b             7
mux2i            73
nand2b            6
xnor2             2
dfxtp            18
edfxtp          173
nand3            26
a21oi            15
Power is estimated from default activity; no workload was simulated.
